==> flow/design.v <==
module aluDesign#(parameter W = 8, N = 4) (clk,rst,CE,MODE,CIN,INP_VALID,CMD,OPA,OPB, ERR,OV,COUT,G,L,E, RES);
    input clk,rst,CE,MODE,CIN;
    input [1:0] INP_VALID;
    input [N-1:0] CMD;
    input [W-1:0] OPA,OPB;
    output reg ERR,OV,COUT,G,L,E;
        output reg [2*W-1:0] RES;
        reg [2*W-1:0] res_comb,res_mult;
    parameter INV_INP = 2'b00, OPA_VALID = 2'b01, OPB_VALID = 2'b10, OPA_AND_OPB_VALID = 2'b11;
    parameter SHIFT_W = $clog2(W);
    reg [W-1:0] opa_r,opb_r;
    reg [N-1:0] cmd_r;
    reg [1:0] valid_r;
    reg mode_r,cin_r;
    reg cout_comb,ov_comb,g_comb,l_comb,e_comb,err_comb;
    always@(posedge clk,posedge rst) begin
        if(rst) begin
            opa_r <= 0;
            opb_r <= 0;
            cmd_r <= 0;
            valid_r <= 0;
            cin_r <= 0;
            mode_r <= 0;
        end
        else if(CE) begin
            opa_r <= OPA;
            opb_r <= OPB;
            cmd_r <= CMD;
            valid_r <= INP_VALID;
            cin_r <= CIN;
            mode_r <= MODE;
       end
    end
    always@(*) begin
        if(CE) begin
            res_comb = 0;
            err_comb = 0;
            cout_comb = 0;
            ov_comb = 0;
            g_comb = 0;
            l_comb = 0;
            e_comb = 0;
            res_mult = 0;
            if(mode_r == 1) begin
                case(valid_r)
                    INV_INP : begin
                        res_comb = 0;
                        err_comb = 1;
                    end
                    OPA_VALID : begin
                        case(cmd_r)
                            4'b0100 : begin
                                res_comb = opa_r + 1;
                                cout_comb = res_comb[W];
                            end
                           4'b0101 : begin
                               res_comb = opa_r - 1;
                               ov_comb = res_comb[W];
                            end
                            default : err_comb = 1;
                        endcase
                    end
                    OPB_VALID : begin
                        case(cmd_r)
                            4'b0110 : begin
                                res_comb = opb_r + 1;
                                cout_comb = res_comb[W];
                            end
                            4'b0111 : begin
                                res_comb = opb_r - 1;
                                ov_comb = res_comb[W];
                            end
                            default : err_comb = 1;
                        endcase
                    end
                    OPA_AND_OPB_VALID : begin
                        case(cmd_r)
                            4'b0000 : begin
                                res_comb = opa_r + opb_r;
                                cout_comb = res_comb[W];
                            end
                            4'b0001 : begin
                                res_comb = opa_r - opb_r;
                                ov_comb = res_comb[W];
                            end
                            4'b0010 : begin
                                res_comb = opa_r + opb_r + cin_r;
                                cout_comb = res_comb[W];
                            end
                            4'b0011 : begin
                                res_comb = opa_r - opb_r - cin_r;
                                ov_comb = res_comb[W];
                            end
                            4'b1000 : begin
                                g_comb  = (opa_r > opb_r) ? 1:0;
                                l_comb = (opa_r < opb_r) ? 1:0;
                                e_comb = (opa_r == opb_r) ? 1:0;
                            end
                            4'b1001 : begin
                                res_comb = (opa_r + 1) * (opb_r + 1);
                            end
                            4'b1010 : begin
                                res_comb = (opa_r<<1) * (opb_r);
                            end
                            4'b1011 : begin
                                res_comb = $signed(opa_r) + $signed(opb_r);
                                ov_comb = (($signed(opa_r) > 0) && ($signed(opb_r) > 0) && ($signed(res_comb[W-1:0])<=0) || ($signed(opa_r) < 0) && ($signed(opb_r) < 0) && ($signed(res_comb[W-1:0]) >= 0));
                                g_comb  = ($signed(opa_r) > $signed(opb_r)) ? 1:0;
                                l_comb = ($signed(opa_r) < $signed(opb_r)) ? 1:0;
                                e_comb = ($signed(opa_r) == $signed(opb_r)) ? 1:0;
                            end
                            4'b1100 : begin
                                res_comb = $signed(opa_r) - $signed(opb_r);
                                ov_comb = (($signed(opa_r) > 0) && ($signed(opb_r) < 0) && ($signed(res_comb[W-1:0]) <= 0) || ($signed(opa_r) < 0) && ($signed(opb_r) > 0) && ($signed(res_comb[W-1:0]) >= 0));
                                g_comb  = ($signed(opa_r) > $signed(opb_r)) ? 1:0;
                                l_comb = ($signed(opa_r) < $signed(opb_r)) ? 1:0;
                                e_comb = ($signed(opa_r) == $signed(opb_r)) ? 1:0;
                            end
                            default : err_comb = 1;
                        endcase
                    end
                    default : err_comb = 1;
                endcase
            end
            else begin
                case(valid_r)
                    INV_INP : begin
                        res_comb = 0;
                        err_comb = 1;
                    end
                    OPA_VALID : begin
                        case(cmd_r)
                            4'b0110 : begin
                                res_comb = ~(opa_r);
                                res_comb[2*W-1 : 8] = 0;
                            end
                            4'b1000 : begin
                                res_comb = opa_r >> 1;
                            end
                            4'b1001 : begin
                                res_comb = opa_r << 1;
                            end
                            default : err_comb = 1;
                        endcase
                    end
                    OPB_VALID : begin
                        case(cmd_r)
                            4'b0111 : begin
                                res_comb = ~(opb_r);
                                res_comb[2*W-1 : 8] = 0;
                            end
                            4'b1010 : begin
                                res_comb = opb_r >> 1;
                            end
                            4'b1011 : begin
                                res_comb = opb_r << 1;
                            end
                            default : err_comb = 1;
                        endcase
                    end
                    OPA_AND_OPB_VALID : begin
                        case(cmd_r)
                            4'b0000 : begin
                                res_comb = opa_r & opb_r;
                            end
                            4'b0001 : begin
                                res_comb = ~(opa_r & opb_r);
                                res_comb[2*W-1 : 8] = 0;
                            end
                            4'b0010 : begin
                                res_comb = opa_r | opb_r;
                            end
                            4'b0011 : begin
                                res_comb = ~(opa_r | opb_r);
                                res_comb[2*W-1 : 8] = 0;
                            end
                            4'b0100 : begin
                                res_comb = opa_r ^ opb_r;
                            end
                            4'b0101 : begin
                                res_comb = ~(opa_r ^ opb_r);
                                res_comb[2*W-1 : 8] = 0;
                            end
                            4'b1100 : begin
                                if( |(opb_r[(W-1) : (SHIFT_W+1)])) begin
                                    err_comb = 1;
                                    res_comb = 0;
                                end
                                else
                                    res_comb = (opa_r << (opb_r[SHIFT_W-1:0])) | opa_r >> (W - (opb_r[SHIFT_W-1:0]));
                                    res_comb[2*W-1 : 8] = 0;
                            end
                            4'b1101 : begin
                                if( |(opb_r[(W-1) : (SHIFT_W+1)])) begin
                                    res_comb = 0;
                                    err_comb = 1;
                                end
                                else
                                    res_comb = (opa_r >> opb_r[SHIFT_W-1:0]) | opa_r << (W - opb_r[SHIFT_W-1:0]);
                                    res_comb[2*W-1 : 8] = 0;
                            end
                            default : err_comb = 1;
                        endcase
                    end
                    default : err_comb = 1;
                endcase
            end
        end
        else begin
           res_comb = 0;
           err_comb = 0;
           cout_comb = 0;
           ov_comb = 0;
           g_comb = 0;
           l_comb = 0;
           e_comb = 0;
           res_mult = 0;
        end
    end
    always@(posedge clk, posedge rst) begin
        if(rst) begin
            RES <= 0;
            COUT <= 0;
            OV <= 0;
            G <= 0;
            L <= 0;
            E <= 0;
            ERR  <= 0;
        end
        else if(CE) begin
            if((cmd_r == 4'b1010 || cmd_r == 4'b1001) && mode_r == 1) begin
                res_mult <= res_comb;
                RES <= res_mult;
            end
            else begin
                RES <= res_comb;
            end
                COUT <= cout_comb;
                OV <= ov_comb;
                G <= g_comb;
                L <= l_comb;
                E <= e_comb;
                ERR  <= err_comb;
        end
    end
endmodule
==> flow/run.sh <==
#!/bin/bash
# OpenROAD 26Q1-2900-gdf79404cd8, Yosys 0.63+post, stock flow scripts
make -C /OpenROAD-flow-scripts/flow DESIGN_CONFIG=/design/flow/config.mk WORK_HOME=/design/flow/orfs finish
==> flow/config.mk <==
export PLATFORM = sky130hd
export DESIGN_NAME = aluDesign
export DESIGN_NICKNAME = aluDesign
export VERILOG_FILES = /design/flow/design.v
export SDC_FILE = /design/flow/constraint.sdc
export NUM_CORES = 4
export LEC_CHECK = 1
export CORE_UTILIZATION = 40
==> flow/constraint.sdc <==
current_design aluDesign

set clk_period 7.0
set clk_io_pct 0.2

create_clock -name clk0 -period $clk_period [get_ports {clk}]

set non_clock_inputs [all_inputs -no_clocks]
set_input_delay [expr $clk_period * $clk_io_pct] -clock clk0 $non_clock_inputs
set_output_delay [expr $clk_period * $clk_io_pct] -clock clk0 [all_outputs]
==> reports/qor.txt <==
Outcome - completed
Fmax - 169 MHz
OpenROAD warnings - 59
Worst EP required - 7.24 ns
Crit end category - register
Yosys cell types - 89
DR vias - 9,048
Maximum Capacitance Violations - 0
Sequential share of power - 14.0%
Final Core Density - 44.8%
Initial drt markers - 863
Switching fraction of total power - 53.9%
Port Buffers - 48
Unrepaired setup endpoints after global routing - false
Clock tree buffer depth - 2
CP dominant cell by count - fa_1
Worst Tran Pin Value - 0.923 ns
Mapped cell area - 0.00922 sq mm
# Cells Yosys - 1,203
LEAKAGE - 4.46 nW
Placed insts - 1,494
Max Slew Vio Count - 0
Largest net degree at the start of global routing - 56
DRC Markers - 0
Register area share after synthesis - 12.5%
RePlAce Congestion - 1.00
Initial antenna violation count - 0
Ys Warns - 1
Kind of critical path - reg -> reg
Critical path arrival - 6.17 ns
Clock power share - 11.5%
Crit-path max cell delay - 0.83 ns
Die y size - 154 um
Sink Count - 46
Late-Pin Clk Latency - 0.31 ns
Synthesized instance count - 1,203
Avg WL per Cell - 22.3 um
Worst ir drop on vdd - 0.197 mV
TNS Setup - 0 ns
First-pass GRT wire length - 52,500 um
Fin worst setup slack - 1.07 ns
Critical Path Start Type - register
Place WS - 1.17 ns
Gate power share - 74.5%
Ys async rst share - 100%
Die Span X - 154 um
Post_cts resized - 0
Worst Path Buf+Inv - 3
Vias/cell - 6.02
Switching pwr - 1.22 mW
Final Setup Violations - 0
Die area - 0.0237 sq mm
Final Skew - 0.0102 ns
Core box area - 0.0226 sq mm
P&R area growth vs syn - 9.93%
Final wirelength - 33,500 um
Hold violation count in the final report - 0
Routed Antenna Nets - 0
CP top delay family - adder cells
Drt first pass iters - 8
Synth Flop Type - dfrtp_1
DPL Wire Length - 25,500 um
CTS buffer count - 5
Clock Tree Root - clkbuf_16
Share of cells above drive strength 1 - 7.07%
Vias in the first global route - 8,632
Grt ovf - 0
Flops after synth - 46
Hold WC Path Type - reg -> reg
Clk slew on worst S/H paths - 0.07 ns
GRT Overall Usage - 30.2%
Final period util - 84.7%
Rel. slew slack - 38.5%
CTS Hold Bufs - 0
PD cells - 224 mW/mm^2
Cell Chain, Critical Path - ha_1 -> nand3_1 -> nor3_2 -> xnor2_1 -> nand2_1 -> fa_1 -> inv_1 -> fa_1 -> fa_1 -> inv_1 -> fa_1 -> inv_1 -> ha_1 -> a21oi_1 -> o21ai_0 -> xor2_1 -> a22oi_1 -> a31oi_1 -> a21o_1
Core Util at FP - 40.7%
Std cell rows - 55
Post-CTS Setup Inserts - 0
Post-synth EDFFs - 0
CTS HTree Levels - 2
Yosys stat chip area - 0.00922 sq mm
Avg Cell Area, Syn - 7.66 sq um
Int Power - 1.04 mW
# IOs - 49
Non-filler cells in the finished layout - 1,502
CP Max Fanout - 18
Fin crit period - 5.93 ns
TritonCTS clock tree - built
N_diodes - 0
Critical path's slowest cell - dfrtp_1
-- power by group through the flow --
stage     logic [mW]  registers, mW  clock network [mW]
4_1_cts         1.67          0.316               0.268
6_report        1.69          0.317               0.261
5_1_grt         1.88          0.320               0.274
-- cell usage after synthesis, types with 5 or more instances --
cell | number | area (sq um)
buf_2 | 17 | 85.1
o211ai_1 | 6 | 45.0
o221ai_1 | 7 | 61.3
a21o_1 | 9 | 67.6
or3_1 | 5 | 31.3
o22ai_1 | 33 | 206
dfrtp_1 | 46 | 1150
xor2_1 | 31 | 272
and2_1 | 9 | 56.3
clkbuf_1 | 49 | 184
a221oi_1 | 11 | 96.3
nand2b_1 | 14 | 87.6
o21ai_0 | 61 | 305
o22a_1 | 5 | 43.8
nor3_1 | 19 | 95.1
a21oi_1 | 58 | 290
and3_1 | 7 | 43.8
nand4_1 | 8 | 50.1
o21a_1 | 6 | 45.0
o21bai_1 | 5 | 37.5
nand2_1 | 134 | 503
fa_1 | 67 | 1340
clkinv_1 | 9 | 33.8
mux2_2 | 9 | 101
a22oi_1 | 17 | 128
inv_1 | 125 | 469
a211oi_1 | 6 | 45.0
mux2i_1 | 23 | 230
o21ai_1 | 5 | 25.0
nor2b_1 | 14 | 87.6
or2_2 | 10 | 62.6
o31ai_1 | 5 | 37.5
nor2_1 | 113 | 424
ha_1 | 76 | 951
xnor2_1 | 38 | 333
buf_1 | 6 | 22.5
nand3_1 | 33 | 165
a31oi_1 | 10 | 62.6
o2bb2ai_1 | 6 | 52.6
-- state kept, by name (all words and copies together) (netlist names), 2 cells and up --
| register | flops |
|---|---|
| cmd_r | 4 |
| opa_r | 8 |
| RES | 16 |
| opb_r | 8 |
| valid_r | 2 |
-- path summary, 6_finish.rpt --
path	start	endpoint	slack, ns	cells past startpoint
setup / recovery	opa_r[1]	RES[9]	1.07	19
hold / removal	L	L	0.49	1
setup reg to reg	opa_r[1]	RES[9]	1.07	19
hold reg to reg	L	L	0.49	1
max in group asynchronous	rst	opb_r[1]	4.96	3
min in group asynchronous	rst	RES[11]	1.59	3
-- through the flow --
stage                     cell area [sq um]  power, mW  hold WS (ns)
after global routing                  10100       2.48         0.505
after floorplan                        9220       1.45         0.430
after detailed placement               9980       1.98         0.472
final                                 10100       2.27         0.486
after CTS                             10100       2.26         0.491
after global placement                 9980       1.98         0.473
-- placed cells by master (no fill, tap or decap), types with 11 or more instances in the layout --
cell | netlist | routed
nand3_1 | 33 | 33
o22ai_1 | 33 | 33
mux2i_1 | 23 | 23
nor3_1 | 19 | 19
fa_1 | 67 | 67
dfrtp_1 | 46 | 46
a21oi_1 | 58 | 58
nand2_1 | 134 | 134
xor2_1 | 31 | 31
xnor2_1 | 38 | 38
inv_1 | 125 | 124
nor2b_1 | 14 | 14
nand2b_1 | 14 | 14
a22oi_1 | 17 | 17
clkdlybuf4s50_1 | 0 | 47
buf_4 | 1 | 33
a221oi_1 | 11 | 11
ha_1 | 76 | 76
o21ai_0 | 61 | 61
nor2_1 | 113 | 113
-- routing by layer --
layer | part of all wire [%] | track usage [%] | vias up | wire, um
met2 | 43 | 44.3 | 438 | 14600
met1 | 42 | 43.4 | 4364 | 14200
met4 | 5.0 | 11.9 | 0 | 1670
met3 | 9.1 | 8.04 | 80 | 3060
li1 | - | - | 4166 | -
met5 | 0 | 0 | - | 0
-- cell type report --
cell class	instances	area [sq um]
clock inverters	1	8.76
flip-flops and latches	46	1150
multi-input cells	945	7240
fillers	2258	12500
repair buffers	81	723
clock buffers	7	143
well taps	285	357
inverters	137	514
-- logic make-up after synthesis --
logic type               Yosys count  share of synthesized area (%)
flip-flops                        46                           12.5
multiplexers                      36                           4.57
XOR/XNOR                          70                           6.73
buffers and inverters            212                           9.00
AND-OR/OR-AND                    292                           21.4
adder cells (fa/ha/maj)          143                           24.9
AND/OR/NAND/NOR                  404                           20.9
Power and IR drop assume default switching activity.
